`./constraint.sdc`:
```
current_design synchronous_fifo

set clk_period 4.8
set clk_io_pct 0.2

create_clock -name clk0 -period $clk_period [get_ports {clk}]

set non_clock_inputs [all_inputs -no_clocks]
set_input_delay [expr $clk_period * $clk_io_pct] -clock clk0 $non_clock_inputs
set_output_delay [expr $clk_period * $clk_io_pct] -clock clk0 [all_outputs]
```
`./design.v`:
```
module synchronous_fifo#(parameter FIFO_WIDTH = 16, NO_OF_ELEMENTS = 16, FIFO_DEPTH = $clog2(NO_OF_ELEMENTS-1))
(	input clk, resetn, w_en, r_en,
	input [FIFO_WIDTH-1:0] d_in,
	output [FIFO_WIDTH-1:0] d_out
	);
	reg [FIFO_WIDTH-1:0] d_out_reg;
	reg [FIFO_WIDTH-1:0] mem [NO_OF_ELEMENTS-1:0];
	reg [FIFO_DEPTH:0] w_ptr, r_ptr;
	wire full, empty;
	assign full = ((w_ptr[FIFO_DEPTH] == !r_ptr[FIFO_DEPTH]) & (w_ptr[FIFO_DEPTH-1:0] == r_ptr[FIFO_DEPTH-1:0])); 
	assign empty = (w_ptr == r_ptr);
	always@(posedge clk or negedge resetn) begin
		if(~resetn)begin
			w_ptr <= 0;
		end
		else if(w_en && !full) begin
			mem[w_ptr] <= d_in;
			if(w_ptr < NO_OF_ELEMENTS-1) begin
				w_ptr <= w_ptr+1;
			end
			else begin
				w_ptr <= 0;
			end
		end
	end
	always@(posedge clk or negedge resetn) begin
		if(~resetn)begin
			r_ptr <= 0;
			d_out_reg <= 0;
		end
		else if(r_en && !empty) begin
			d_out_reg <= mem[r_ptr];
			if(r_ptr < NO_OF_ELEMENTS-1) begin
				r_ptr <= r_ptr+1;
			end
			else begin
				r_ptr <= 0;
			end
		end
	end
	assign d_out = d_out_reg; 
endmodule
```
`./run.sh`:
```
#!/bin/bash
# OpenROAD 26Q1-2900-gdf79404cd8, Yosys 0.63+post, stock flow scripts
make -C /OpenROAD-flow-scripts/flow DESIGN_CONFIG=/design/flow/config.mk WORK_HOME=/design/flow/orfs finish
```
`./config.mk`:
```
export PLATFORM = sky130hd
export DESIGN_NAME = synchronous_fifo
export DESIGN_NICKNAME = synchronous_fifo
export VERILOG_FILES = /design/flow/design.v
export SDC_FILE = /design/flow/constraint.sdc
export NUM_CORES = 4
export LEC_CHECK = 1
export CORE_UTILIZATION = 50
```
==> flow_metrics.env <==
# flow metrics
export IMPL_status="complete, no violations"
export IMPL_fin_skew_ns=0.01683
export IMPL_synth_distinct_cells=58
export IMPL_edf_count=256
export IMPL_drc=0
export IMPL_drt_iter0_drc=502
export IMPL_dp_slack_ns=1.550
export IMPL_final_util=0.5815
export IMPL_grt_remaining_overflow=0
export IMPL_cts_max_level=1
export IMPL_fmax_mhz=337.8
export IMPL_worst_slew_pin_slew_ns=1.016
export IMPL_ys_seq_share=0.7483
export IMPL_drv_cap=0
export IMPL_cts_setup_buffers=0
export IMPL_ys_area_mm2=0.01114
export IMPL_coreArea_mm2=0.02182
export IMPL_dominantRegCellSynth="edfxtp_1"
export IMPL_final_layout_top_logic_cell="edfxtp_1"
export IMPL_ctsHoldBuffers=0
export IMPL_routed_wl_mm=28.34
export IMPL_area_growth_syn_to_layout_pct=13.89
export IMPL_row_count=54
export IMPL_finalWorstPathRequiredPeriod_ns=2.960
export IMPL_fp_utilization=0.5105
export IMPL_rr_worst_depth=6
export IMPL_num_vias=6604
export IMPL_path_clk_slew_ns=0.06
export IMPL_clkLatencyLatePin_ns=0.55
export IMPL_clockBufferDepth=3
export IMPL_gp_congestion=0.8922
export IMPL_ir_drop_mv=0.4090
export IMPL_antenna_left=0
export IMPL_avgSynthCellArea_um2=15.80
export IMPL_required_ns=4.96
export IMPL_io_buffer_count=35
export IMPL_grt_first_pass_wirelength_mm=42.18
export IMPL_p_per_area_mw_per_mm2=594.2
export IMPL_cellLeakagePower_nw=4.211
export IMPL_startpoint_type="flop"
export IMPL_finalClockPeriodUsage=0.6166
export IMPL_num_fill_cells=1626
export IMPL_arrival_ns=3.12
export IMPL_setup_violations=0
export IMPL_antenna_found_initial=0
export IMPL_final_max_slew_viol_count=0
export IMPL_cts_tree="yes"
export IMPL_crit_path_top_delay_cell="and4_1"
export IMPL_die_w_um=151.3
export IMPL_layout_drive_gt1_share=0.1117
export IMPL_path_cells="xnor2_1 -> nand4_1 -> o21ai_1 -> buf_4 -> nor2_1 -> and4_1"
export IMPL_cts_resized_gates=0
export IMPL_num_antenna_cells=0
export IMPL_tns_ns=0
export IMPL_yosys_cells=705
export IMPL_cts_sinks=282
export IMPL_endpoint_kind="flop"
export IMPL_cts_buffers=29
export IMPL_avgRoutedWirePerCell_um=27.22
export IMPL_relSlewSlack=0.3224
export IMPL_min_path_type="in -> async"
export IMPL_grt_setup_unrepaired="no"
export IMPL_fin_ws_ns=1.840
export IMPL_cts_root_buffer="clkbuf_16"
export IMPL_cp_num_buf_inv=1
export IMPL_finalPower_mw=7.541
export IMPL_viasPerCell=6.344
export IMPL_dr_pass1_iters=7
export IMPL_yosys_warnings=2
export IMPL_synthArstFlopShare=0.09220
export IMPL_crit_cells=6
export IMPL_whs_ns=0.4634
export IMPL_max_stage_delay_ns=0.93
export IMPL_syn_cell_area_mm2=0.01114
export IMPL_grt_max_degree=48
export IMPL_critical_path_top_delay_family="simple AND/OR/NAND/NOR gates"
export IMPL_largest_reg_flops=256
export IMPL_worstSetupPathType="reg -> reg"
export IMPL_syn_inst=705
export IMPL_final_cell_mix="edfxtp_1, a22oi_1, nand2_1"
export IMPL_die_h_um=151.3
export IMPL_hold_viol_final=0
export IMPL_tool_warnings=31
export IMPL_die_area_mm2=0.02288
export IMPL_track_usage=0.2877
export IMPL_dp_hpwl_mm=17.15
export IMPL_ys_ff=282
export IMPL_crit_path_max_fanout=27
export IMPL_grt_pass1_vias=6871
export IMPL_ioPinCount=36
worst reg2reg max path: cells and delay by family (launching register included):
family                 cells  cell delay [ns]
AND-OR/OR-AND              1             0.09
XOR/XNOR                   1             0.15
buffers and inverters      1             0.19
flip-flops                 1             0.76
AND/OR/NAND/NOR            3             1.39
routing by layer:
| metal | up-vias | share of wire | routed length [µm] | track usage |
|---|---|---|---|---|
| li1 | 2905 | - | - | - |
| met1 | 3232 | 0.38 | 10880 | 0.4177 |
| met2 | 394 | 0.46 | 12940 | 0.4128 |
| met3 | 71 | 0.12 | 3390 | 0.1469 |
| met4 | 2 | 0.038 | 1088 | 0.08900 |
| met5 | - | 0.0015 | 43 | 0.02500 |
power breakdown:
| part | total, mW | switching, mW | leakage [nW] | internal [mW] |
|---|---|---|---|---|
| clock | 2.26 | 0.901 | 0.467 | 1.36 |
| combinational | 2.19 | 1.38 | 1.12 | 0.815 |
| sequential | 3.09 | 0.216 | 2.62 | 2.88 |
final timing paths:
check / from / slack, ns / end
worst min-delay path: resetn / 0.46 / r_ptr[0]$_DFFE_PN0P_
max in group asynchronous: resetn / 3.97 / r_ptr[2]$_DFFE_PN0P_
worst max-delay path: r_ptr[2]$_DFFE_PN0P_ / 1.84 / mem[8][8]$_DFFE_PP_
min in group clk0: d_out_reg[10]$_DFFE_PN0P_ / 0.49 / d_out_reg[10]$_DFFE_PN0P_
worst min register to register: d_out_reg[10]$_DFFE_PN0P_ / 0.49 / d_out_reg[10]$_DFFE_PN0P_
worst max register to register: r_ptr[2]$_DFFE_PN0P_ / 1.84 / mem[8][8]$_DFFE_PP_
cell families after synthesis:
family,share of synthesized area
and+or+nand+nor,0.05997
DFF,0.7483
AOI/OAI and AO/OA,0.1243
adders and majority gates,0.008984
xor gates and xnor gates,0.004716
buffers and inverters,0.03066
muxes,0.02302
metrics by stage:
step / cell area (µm²) / instances
final: 12690 / 1041
after global routing: 12690 / 1041
after CTS: 12690 / 1041
after global placement: 11730 / 987
after detailed placement: 11730 / 987
after floorplan: 11140 / 705
synthesized netlist by cell type (3+ instances only):
library cell | n | area, µm²
nand2b_1 | 3 | 18.77
ha_1 | 8 | 100.1
nand3_1 | 7 | 35.03
buf_6 | 6 | 67.56
o22ai_1 | 19 | 118.9
nor4_1 | 9 | 56.30
clkbuf_1 | 16 | 60.06
and3_1 | 7 | 43.79
buf_2 | 23 | 115.1
a222oi_1 | 9 | 90.09
and2_1 | 4 | 25.02
o211ai_1 | 8 | 60.06
nor3_1 | 8 | 40.04
nor2_1 | 28 | 105.1
and4_1 | 7 | 61.31
a22o_1 | 13 | 113.9
nand3b_1 | 5 | 37.54
a31oi_1 | 3 | 18.77
dfrtp_1 | 26 | 650.6
a22oi_1 | 45 | 337.8
inv_1 | 12 | 45.04
a21oi_1 | 19 | 95.09
buf_4 | 5 | 37.54
a221oi_1 | 14 | 122.6
o21ai_0 | 12 | 60.06
mux2_2 | 13 | 146.4
o31ai_1 | 15 | 112.6
edfxtp_1 | 256 | 7687
nand2_1 | 40 | 150.1
nor2b_1 | 7 | 43.79
xnor2_1 | 5 | 43.79
mux2i_1 | 11 | 110.1
buf_1 | 3 | 11.26
a32oi_1 | 9 | 78.83
final cells by class:
class / instances / area, µm² / area share
Timing Repair Buffer: 56 / 503.0 / 0.03964
Clock buffer: 39 / 783.3 / 0.06172
Sequential cell: 282 / 8341 / 0.6573
Clock inverter: 15 / 180.2 / 0.01420
Tap cell: 280 / 350.3 / 0.02761
Inverter: 12 / 45.04 / 0.003550
Multi-Input combinational cell: 357 / 2487 / 0.1960
Power figures rest on the tool's default switching activity, not on a simulated workload.
